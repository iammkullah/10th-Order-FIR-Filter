### run.sh
#!/bin/bash
# OpenROAD 26Q1-2900-gdf79404cd8, Yosys 0.63+post, stock flow scripts
make -C /OpenROAD-flow-scripts/flow DESIGN_CONFIG=/design/flow/config.mk WORK_HOME=/design/flow/orfs finish
### config.mk
export PLATFORM = sky130hd
export DESIGN_NAME = fir_filter
export DESIGN_NICKNAME = fir_filter
export VERILOG_FILES = /design/flow/design.v
export SDC_FILE = /design/flow/constraint.sdc
export NUM_CORES = 4
export LEC_CHECK = 1
export CORE_UTILIZATION = 50
### constraint.sdc
current_design fir_filter

set clk_period 5.0
set clk_io_pct 0.2

create_clock -name clk0 -period $clk_period [get_ports {clk}]

set non_clock_inputs [all_inputs -no_clocks]
set_input_delay [expr $clk_period * $clk_io_pct] -clock clk0 $non_clock_inputs
set_output_delay [expr $clk_period * $clk_io_pct] -clock clk0 [all_outputs]
### design.v
`timescale 1ns / 1ps
module fir_filter (input clk, input reset, input [15:0] x, output reg[15:0] y);
reg [15:0] delay_line [9:0];
reg [15:0] tap_weights [9:0];
integer i;
initial begin
  tap_weights[0] = 1;
  tap_weights[1] = 1;
  tap_weights[2] = 1;
  tap_weights[3] = 1;
  tap_weights[4] = 1;
  tap_weights[5] = 1;
  tap_weights[6] = 1;
  tap_weights[7] = 1;
  tap_weights[8] = 1;
  tap_weights[9] = 1;
end
always @ (posedge clk or posedge reset) 
begin
  if (reset) 
  begin
    for (i=0; i<10; i=i+1) 
	 begin
      delay_line[i] <= 0;
    end
    y <= 0;
  end 
  else 
  begin
    for (i=9; i>0; i=i-1) 
	 begin
      delay_line[i] <= delay_line[i-1];
	 end
    delay_line[0] <= x;
    y <= 0;
    for (i=0; i<10; i=i+1) 
	 begin
      y <= y + tap_weights[i] * delay_line[i];
    end
  end
end
endmodule
==> reports/results.ini <==
[floorplanning]
num_rows=37
die_h_microns=106
floorplan.core_util=0.519
ioPinCount=34
dieArea_sq_mm=0.0112
die_w_microns=106
core_sq_mm=0.0104

[grt]
grt_pass1_wl_mm=10.8
grt_max_degree=113
grt_usage=0.130
grt_overflow=0
antenna_found_initial=0
grt_pass1_vias=2354

[detailed_routing]
vias_per_cell=4.69
dr.pass1.iters=4
drtAntennaViolNets=0
drc=0
vias=2302
drt_iter0_markers=111
wl_per_cell_microns=12.0
antennaDiodeCount=0
routed_wl_mm=5.91

[finish]
drive_above_1_share=0.101
n_fill_cell=749
mi_logic_area_sq_um=960
regArea_sq_mm=0.00440
final_util=0.623
final_cells=491
area_growth_pct=20.1

[worst_setup_path]
start_kind=flop
crit_required_ns=5.38
criticalPathCategory=reg -> reg
cp_cell_sequence=ha_1, ha_1, ha_1, fa_1, ha_1, fa_1, a211oi_1, o21ai_0, a31oi_1, o21ai_0, xor2_1
critPathMaxStageDelay_ns=0.42
worstPathMaxFanout=3
critPathSlowestCell=fa_1
critPathArrivalTime_ns=3.65
crit_top_cell=ha_1
end_kind=flop

[logic_synthesis]
yosys-top-cells-count=dfrtp_1, ha_1, nor2_1
edf_count=0
syn_inst=290
top_area_frac=0.819
ff_type=dfrtp_1
syn_avg_cell_area_sq_um=18.6
numSynthFlops=176
area_leaders=dfrtp_1, ha_1, xnor2_1
ys_warn_count=2
synth.largest_area_cell=dfrtp_1
async_flop_share=1.00
top_cell=dfrtp_1
syn_area_sq_mm=0.00538
ys_seq_frac=0.819
ys_cells=290
ys_types=31
yosysChipArea_sq_mm=0.00538

[clock_tree]
tritoncts=yes
cts_setup_buffers=0
cts_htree_levels=4
clk_pin_slew_worst_paths_ns=0.06
cts_sinks=176
numCtsBuffers=17
cts-root-buf=clkbuf_8
cts.repair.resized=0
hold_buffers=0
clockBufferDepth=2
insertion_delay_ns=0.50

[place]
dp.cells=460
dp_slack_ns=1.72
hpwl_mm=3.46
place_congestion=0.770
port_buffers=33

[sta]
worstMarginPinSlew_ns=0.752
fin_worst_skew_ns=0.00645
rsz0062_at_grt=no
fin_hold_ws_ns=0.342
finalCriticalPeriod_ns=3.27
worst_slack_ns=1.73
finalCritPeriodShare=0.653
hold_viol_final=0
finalSetupViolations=0
final.setup.tns_ns=0
fmax_mhz=306
slew_headroom=0.499
finalMaxSlewViolations=0

[min_path]
hp-class=reg -> reg

[job]
maxCapViolations=0
tool_warnings=27

[outcome]
outcome=complete, no violations

[pwr]
p_per_area_mw_per_mm2=580
peakVddDrop_uv=310
p_leak_nw=2.97

[final cells by class]
cell class / instances / area share
clock buffer: 24 / 0.0743
tap: 136 / 0.0263
sequential: 176 / 0.681
inverter: 3 / 0.00232
multi-input combinational: 110 / 0.148
clock inverter: 7 / 0.0118
timing repair buffer: 35 / 0.0554
[sequential cells by signal (all words and copies together) (netlist names)]
name        flops
y              16
delay_line    160
[metal layers]
metal / share of wire / GRT usage / vias to the layer above
li1: - / - / 1082
met1: 0.51 / 0.240 / 1164
met2: 0.44 / 0.175 / 45
met3: 0.036 / 0.0353 / 11
met4: 0.017 / 0.0218 / 0
met5: 0 / 0 / -
[worst max-delay path, delay by kind of cell (launching register included)]
family                   cells  cell delay (ns)
flip-flops                   1             0.39
adder cells (fa/ha/maj)      6             1.71
XOR/XNOR                     1             0.15
AND-OR/OR-AND                4             0.90
[placed cells by master (no fill, tap or decap), drive strengths merged, types with 4 or more instances in the layout]
master and n:
xnor2 7, o21ai 8, ha 40, a21oi 8, a211oi 4, clkbuf 24
clkdlybuf4s50 33, nand2 5, dfrtp 176, nor2 11
[per-stage QoR]
step / power, W / instance area [sq um]
floorplan: 0.00228 / 5380
global placement: 0.00258 / 5910
detailed placement: 0.00258 / 5910
CTS: 0.00382 / 6460
global route: 0.00401 / 6460
finish: 0.00375 / 6460
[power breakdown]
part	internal [W]	switching, W	leakage, nW
clock network	0.000714	0.000487	0.268
registers	0.00157	0.0000631	2.05
logic	0.000467	0.000449	0.656
[cells by family (layout without fill, tap and decap cells)]
family                     Yosys count  in the layout  share of synthesized area
DFF                                176            176                      0.819
AOI/OAI and AO/OA                   33             33                     0.0400
xor gates and xnor gates             9              9                     0.0147
adders and majority gates           42             42                      0.100
and+or+nand+nor                     26             26                     0.0233
buffers and inverters                4             69                    0.00302
[final timing paths]
path / startpoint / cells past startpoint / slack [ns] / to
min: delay_line[7][1] / 0 / 0.34 / delay_line[8][1]
min in group asynchronous: reset / 2 / 0.72 / delay_line[0][9]
max in group asynchronous: reset / 3 / 3.36 / y[5]
max reg2reg: y[0] / 11 / 1.73 / y[13]
min reg2reg: delay_line[7][1] / 0 / 0.34 / delay_line[8][1]
max: y[0] / 11 / 1.73 / y[13]
No activity file was given, so power comes from the tool's default toggle rates.
