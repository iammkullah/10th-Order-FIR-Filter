**design/flow/design.v**
```verilog
`timescale 1ns / 1ps
module fir_10th_Order(
  input wire clk,
  input wire reset,
  input wire [15:0] x,
  output reg [15:0] y
);
reg [15:0] c0, c1, c2, c3, c4, c5, c6, c7, c8, c9, c10;
reg [15:0] d0, d1, d2, d3, d4, d5, d6, d7, d8, d9;
always @(*)
begin
c0 = 1;
c1 = 1;
c2 = 1;
c3 = 1;
c4 = 1;
c5 = 1;
c6 = 1;
c7 = 1;
c8 = 1;
c9 = 1;
end
always @(posedge clk) 
begin
  if (reset) 
  begin
    d0 <= 0;
    d1 <= 0;
    d2 <= 0;
    d3 <= 0;
    d4 <= 0;
    d5 <= 0;
    d6 <= 0;
    d7 <= 0;
    d8 <= 0;
    d9 <= 0;
  end 
  else 
  begin
    d0 <= x;
    d1 <= d0;
    d2 <= d1;
    d3 <= d2;
    d4 <= d3;
    d5 <= d4;
    d6 <= d5;
    d7 <= d6;
    d8 <= d7;
    d9 <= d8;
  end
end
always @(*) 
begin
  y = c0*d0 + c1*d1 + c2*d2 + c3*d3 + c4*d4 + c5*d5 + c6*d6 + c7*d7 + c8*d8 + c9*d9;
end
endmodule
```
**design/flow/run.sh**
```bash
#!/bin/bash
# OpenROAD 26Q1-2900-gdf79404cd8, Yosys 0.63+post, stock flow scripts
make -C /OpenROAD-flow-scripts/flow DESIGN_CONFIG=/design/flow/config.mk WORK_HOME=/design/flow/orfs finish
```
**design/flow/config.mk**
```make
export PLATFORM = sky130hd
export DESIGN_NAME = fir_10th_Order
export DESIGN_NICKNAME = fir_10th_Order
export VERILOG_FILES = /design/flow/design.v
export SDC_FILE = /design/flow/constraint.sdc
export NUM_CORES = 4
export LEC_CHECK = 1
export CORE_UTILIZATION = 50
```
**design/flow/constraint.sdc**
```tcl
current_design fir_10th_Order

set clk_period 13.6
set clk_io_pct 0.2

create_clock -name clk0 -period $clk_period [get_ports {clk}]

set non_clock_inputs [all_inputs -no_clocks]
set_input_delay [expr $clk_period * $clk_io_pct] -clock clk0 $non_clock_inputs
set_output_delay [expr $clk_period * $clk_io_pct] -clock clk0 [all_outputs]
```
==> out/metrics.csv <==
metric;value;unit
grtUsageMet1;0.257;
ys_warn_count;1;
cts_num_sinks;160;
holdWs;0.453;ns
maxCapViolations;0;
worstPathRequired;10.88;ns
layout_setup_ws;5.58;ns
fin_tns_setup;0;ns
ys_types;30;
combPwrFrac;0.121;
synth_cells;687;
final_common_cell;dfxtp_1;
swShare;0.239;
hold_end;d6[0];
dr.pass1.iters;4;
antenna_cells;0;
top_cell_area_share;0.412;
hold_depth;2;
fin_crit_sh;0.590;
reg2reg_to;d4[10];
path_class;reg2out;
grt-ovfl-total;0;
clockRootBuffer;clkbuf_16;
synth.area.top_cells;dfxtp_1 41%, fa_1 29%, nor2b_1 10%, inv_1 7.0%, ha_1 3.1%;
cp-end-kind;output port;
seqPwrFrac;0.458;
yosysChipArea;7780;um^2
cts-htree-levels;4;
place_ws;5.95;ns
final_antenna_net_count;0;
p_leak;4.01;nW
vias;4108;
r2r-start;d3[10];
clk_latency;0.41;ns
core-area;15200;um^2
grt_pass1_wl;19300;um
placedInstanceArea;8300;um^2
start_kind;flip-flop;
irDropWorstVdd;0.109;mV
crit_fanout;3;
status;finished clean;
slew_violations;0;
nFillCells;1216;
drtIter0Drc;111;
p_per_area;118;nW/um^2
ys_ff;160;
rrSetupSlack;13.00;ns
chip_area;16100;um^2
slew_headroom;0.548;
total_power;1.05;mW
clk_pin_slew;0.06;ns
cts_resized;0;
clock_path_buffers;2;
min_period;8.02;ns
ys_cells;687;
met2_usage;0.240;
fp_util;0.512;
p_clk_frac;0.421;
rsz0062_at_grt;false;
grt_pass1_vias;4333;
p_switching;251;uW
tool_warnings;25;
ioPinCount;34;
area_growth;13.8;%
rr_worst_depth;1;
route.detailed.drc;0;
numCtsBuffers;17;
internal_power;798;uW
viasPerCell;4.44;
synth-edff-count;0;
ys_seq_frac;0.412;
finalWeightedCongestion;0.860;
setup_viol;0;
grtUsageMet3;0.0451;
post-cts-setup-buffers;0;
track_usage;0.158;
finalHoldViolCount;0;
cts_hold_repair.buffers;0;
num_rows;45;
wl;10300;um
wl_per_cell;11.2;um
synthArstFlopShare;0;
top_area_cell;dfxtp_1;
grt_max_degree;71;
cts_tree;yes;
die_w;127;um
ff_type;dfxtp_1;
layout_top_cells;160 x dfxtp_1, 145 x inv_1, 125 x nor2b_1;
fmax;125;MHz
stdcell_area;8850;um^2
dp_cells;893;
hold_start;d5[0];
dp.final_hpwl;7630;um
drive_gt1_frac;0.0529;
synth_area;7780;um^2
busiest_layer;met1;
port_buffers;33;
avgSynthCellArea;11.3;um^2
fin_cells;925;
fin_util;0.582;
skew;0.00563;ns
die_h;127;um
antenna_found_initial;0;
worstPathArrival;5.30;ns
worst_pin_slew;0.678;ns
min_path_type;reg2reg;
power by group through the flow:
stage	combinational, mW	clock [mW]	sequential, mW
finish	0.127	0.442	0.480
global route	0.149	0.475	0.480
CTS	0.131	0.453	0.480
routing by layer:
layer  share of wire  routed length [um]  vias to the layer above
li1                -                   -                     2068
met1            0.48                4990                     1977
met2            0.46                4760                       54
met3           0.046                 473                        9
met4           0.012                 123                        0
met5               0                   0                        -
registers in the layout (all words and copies together), names as in the netlist:
signal and flops:
d0 16, d1 16, d2 16, d3 16
d4 16, d5 16, d6 16, d7 16
d8 16, d9 16
logic make-up after synthesis:
group	after synthesis	synth area share
flops	160	0.412
xor+xnor	29	0.0326
simple gates	175	0.128
fa+ha+maj	133	0.324
buf+inv	162	0.0781
compound gates	28	0.0261
cell type report:
cell class / count / area, um^2 / area share
repair buffers: 35 / 343 / 0.0387
clock buffers: 19 / 443 / 0.0500
flip-flops and latches: 160 / 3200 / 0.362
well taps: 188 / 235 / 0.0266
clock inverters: 13 / 115 / 0.0130
multi-input cells: 365 / 3970 / 0.448
inverters: 145 / 544 / 0.0615
worst max-delay path, cell delays in order (launching register included):
cell,delay (ns)
dfxtp_1,0.30
inv_1,0.06
fa_1,0.53
inv_1,0.05
fa_1,0.45
fa_1,0.49
inv_1,0.05
fa_1,0.48
inv_1,0.05
fa_1,0.45
ha_1,0.29
a21o_1,0.10
a21oi_1,0.10
o21a_1,0.24
or3_1,0.38
a21oi_1,0.18
xor2_1,0.21
clkdlybuf4s50_1,0.50
cell usage after synthesis (2+ instances only):
library cell / number
nor2_1: 40
xor2_1: 4
o21a_1: 4
xnor2_1: 25
nor2b_1: 125
a21o_1: 3
clkbuf_1: 14
nand2_1: 2
nand3_1: 2
o21ai_0: 4
buf_1: 3
ha_1: 19
fa_1: 114
a21oi_1: 9
dfxtp_1: 160
inv_1: 145
worst max-delay path by stage:
stage	slack, ns	cells past startpoint	start	end
finish	5.58	17	d0[2]	y[14]
global route	5.24	17	d0[2]	y[12]
CTS	5.49	15	d6[2]	y[14]
No activity file was given, so power comes from the tool's default toggle rates.
